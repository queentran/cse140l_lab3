==> ./design.v <==
module decodeKeys(
        output wire     det_esc,
        output wire     det_num,
        output wire     det_num0to5, 
        output wire     det_cr,
        output wire     det_atSign,
        output wire     det_A,
        output wire     det_L,
        output wire     det_N,
        output wire     det_S,
        input wire[7:0] charData,
        input wire      charDataValid
    );
   wire b0_0 = ~charData[0];
   wire b1_0 = ~charData[1];
   wire b2_0 = ~charData[2];
   wire b3_0 = ~charData[3];
   wire b4_0 = ~charData[4];
   wire b5_0 = ~charData[5];
   wire b6_0 = ~charData[6];
   wire b7_0 = ~charData[7];
   wire b0_1 = charData[0];
   wire b1_1 = charData[1];
   wire b2_1 = charData[2];
   wire b3_1 = charData[3];
   wire b4_1 = charData[4];
   wire b5_1 = charData[5];
   wire b6_1 = charData[6];
   wire b7_1 = charData[7];
   assign det_esc = &{b7_0, b6_1, b4_0, b3_0, b2_0, b1_0, b0_1} & charDataValid;
   assign det_num0to5 = &{b7_0, b6_0, b5_1, b4_1, b3_0} & (&{b2_1, b1_0} | b2_0) & charDataValid;
   assign det_num = &{b7_0, b6_0, b5_1, b4_1} &( b3_0 | &{b3_1, b2_0, b1_0}) &  charDataValid;      
   assign det_cr = &{b7_0, b6_0, b5_0, b4_0, b3_1, b2_1, b1_0, b0_1} & charDataValid;
   assign det_A = &{b7_0, b6_1, b4_0, b3_0, b2_0, b1_0, b0_1} & charDataValid;
   assign det_L = &{b7_0, b6_1, b4_0, b3_1, b2_1, b1_0, b0_0} & charDataValid;
   assign det_N = &{b7_0, b6_1, b4_0, b3_1, b2_1, b1_1, b0_0} & charDataValid;
   assign det_S = &{b7_0, b6_1, b4_1, b3_0, b2_0, b1_1, b0_1} & charDataValid;
   assign det_atSign = &{b7_0, b6_1, b5_0, b4_0, b3_0, b2_0, b1_0, b0_0} & charDataValid;
endmodule
==> ./run.sh <==
#!/bin/bash
# OpenROAD 26Q1-2900-gdf79404cd8, Yosys 0.63+post, stock flow scripts
make -C /OpenROAD-flow-scripts/flow DESIGN_CONFIG=/design/flow/config.mk WORK_HOME=/design/flow/orfs finish
==> ./config.mk <==
export PLATFORM = sky130hd
export DESIGN_NAME = decodeKeys
export DESIGN_NICKNAME = decodeKeys
export VERILOG_FILES = /design/flow/design.v
export SDC_FILE = /design/flow/constraint.sdc
export NUM_CORES = 4
export LEC_CHECK = 1
export CORE_AREA = 10 10 70 70
export DIE_AREA = 0 0 80 80
==> ./constraint.sdc <==
current_design decodeKeys

set clk_period 1.5
set clk_io_pct 0.2

create_clock -name clk0 -period $clk_period

set non_clock_inputs [all_inputs -no_clocks]
set_input_delay [expr $clk_period * $clk_io_pct] -clock clk0 $non_clock_inputs
set_output_delay [expr $clk_period * $clk_io_pct] -clock clk0 [all_outputs]
==> results.sh <==
# source this file to load flow results
export IMPL_busiest_layer="met2"
export IMPL_pre_cts_slack_ns=-0.815
export IMPL_required_ns=1.20
export IMPL_vias=290
export IMPL_core_mm2=0.00342
export IMPL_post_drt_wl_per_cell_um=10.7
export IMPL_hp_class="input port to output pin"
export IMPL_fin_crit_sh_pct=98.2
export IMPL_syn_inst=19
export IMPL_first_pass_iters=2
export IMPL_stage_log_warnings=34
export IMPL_final_seq_area_um2=0
export IMPL_max_freq_ghz=0.679
export IMPL_post_route_util_pct=15.3
export IMPL_drtIter0Drc=1
export IMPL_crit_start="charData[3]"
export IMPL_crit_path_end_kind="output pin"
export IMPL_power_uw=93.0
export IMPL_layout_top_cells="11 x buf_4, 10 x buf_2, 4 x buf_6"
export IMPL_gr_usage_met3_pct=0.682
export IMPL_grt_max_degree=7
export IMPL_clockPowerShare_pct=0
export IMPL_peakVddDrop_v=0.0000273
export IMPL_rsz0062_at_grt="true"
export IMPL_drv_cap=0
export IMPL_setup_viol_count_final=0
export IMPL_finalHoldViolCount=0
export IMPL_postPlaceCellArea_um2=409
export IMPL_overflow=0
export IMPL_drive_gt1_share_pct=85.4
export IMPL_fin_area_um2=523
export IMPL_die_w_um=80
export IMPL_antenna_cells=0
export IMPL_synth_cell_type_count=12
export IMPL_relSlewSlack_pct=83.4
export IMPL_wirelength_um=1010
export IMPL_p_per_area_mw_per_mm2=178
export IMPL_row_count=21
export IMPL_portBuffers=18
export IMPL_worst_pin_slew_ns=0.247
export IMPL_syn_area_um2=134
export IMPL_critPathLaunchType="input port"
export IMPL_critical_path_class="input port to output pin"
export IMPL_comb_power_share_pct=100.0
export IMPL_finalSetupTns_ns=0
export IMPL_via_per_inst=3.09
export IMPL_worstPathMaxFanout=2
export IMPL_dp_hpwl_um=743
export IMPL_outcome="completed"
export IMPL_synth_warning_count=0
export IMPL_pin_count=18
export IMPL_lay_top_count="buf_4"
export IMPL_grt_usage_pct=2.91
export IMPL_fillCellCount=386
export IMPL_fin_crit_ns=1.47
export IMPL_fp_dieH_um=80
export IMPL_slowest_stage="or4_4"
export IMPL_ctsHoldBuffers=0
export IMPL_gr_usage_met1_pct=3.83
export IMPL_clockBufferCount=0
export IMPL_ys_cells=19
export IMPL_chip_area_mm2=0.00640
export IMPL_slew_viol_final=0
export IMPL_drtAntennaViolNets=0
export IMPL_power_switching_uw=40.3
export IMPL_use_met2_pct=4.98
export IMPL_swShare_pct=43.4
export IMPL_gp_congestion=0.718
export IMPL_syn_to_final_growth_pct=291
export IMPL_yosys_stat_seqShare_pct=0
export IMPL_ys_area_um2=134
export IMPL_p_int_uw=52.7
export IMPL_cp_endpoint="det_atSign"
export IMPL_comb_area_um2=239
export IMPL_grt_pass1_vias=278
export IMPL_antenna_found_initial=0
export IMPL_cp_cell_sequence="buf_8, or4_4, nor3_4, buf_2"
export IMPL_flop_count=0
export IMPL_crit_arrival_ns=1.17
export IMPL_fin_ws_ns=0.0276
export IMPL_avgSynthCellArea_um2=7.05
export IMPL_leakage_nw=0.210
export IMPL_slowest_delay_ns=0.54
export IMPL_grt_pass1_wl_um=1550
export IMPL_fp_util_pct=3.92
export IMPL_drc=0
export IMPL_seqPwrFrac_pct=0
## worst min path at each step
stage,start,endpoint,slack (ns),depth (start not counted)
CTS,charData[6],det_cr,0.90,3
global route,charData[6],det_cr,0.91,3
finish,charData[6],det_cr,0.90,3
## metal layers
metal,vias to the layer above,share of wire [%]
met3,0,10
met1,134,41
met5,-,0
met2,13,49
li1,143,-
met4,0,0
## cell type report
| class | instances | share of cell area (%) |
|---|---|---|
| multi-input cells | 18 | 45.7 |
| repair buffers | 30 | 43.3 |
| well taps | 46 | 11.0 |
## power by group through the flow
stage                 Sequential [mW]  Combinational, mW  Clock [mW]
after global routing                0             0.0985           0
final                               0             0.0930           0
after CTS                           0             0.0832           0
## cell usage after synthesis
| cell type | n | area, um^2 |
|---|---|---|
| nand3_1 | 1 | 5.00 |
| nand4bb_1 | 2 | 22.5 |
| nor3_1 | 3 | 15.0 |
| a2111oi_0 | 1 | 8.76 |
| or4_1 | 1 | 7.51 |
| o21a_1 | 1 | 7.51 |
| nor3_2 | 1 | 10.0 |
| buf_4 | 1 | 7.51 |
| nand3b_1 | 2 | 15.0 |
| nor4_1 | 3 | 18.8 |
| nand2b_1 | 2 | 12.5 |
| nand2_1 | 1 | 3.75 |
## stage by stage
stage	hold WS, ns	cells
finish	0.895	94
global route	0.910	94
CTS	0.905	93
detailed placement	1.58	88
global placement	1.58	88
floorplan	0.613	19
## cells by family after synthesis
| kind of cell | count (synthesis) | share of synthesized area (%) |
|---|---|---|
| simple gates | 16 | 82.2 |
| compound gates | 2 | 12.2 |
| buf+inv | 1 | 5.61 |
## critical path: cells and delay by family
family	cells	cell delay [ns]
buffers and inverters	2	0.20
and+or+nand+nor	2	0.67
## what timing repair did
action	4_1_cts	5_1_grt
setup buffers	5	1
endpoints found under the setup margin	9	8
cloned	0	0
resized	79	9
pin swaps	9	7
No activity file was given, so power comes from the tool's default toggle rates.
