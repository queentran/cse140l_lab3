[run.sh]
#!/bin/bash
# OpenROAD 26Q1-2900-gdf79404cd8, Yosys 0.63+post, stock flow scripts
make -C /OpenROAD-flow-scripts/flow DESIGN_CONFIG=/design/flow/config.mk WORK_HOME=/design/flow/orfs finish
[config.mk]
export PLATFORM = sky130hd
export DESIGN_NAME = bcd2segment
export DESIGN_NICKNAME = bcd2segment
export VERILOG_FILES = /design/flow/design.v
export SDC_FILE = /design/flow/constraint.sdc
export NUM_CORES = 4
export LEC_CHECK = 1
export CORE_AREA = 10 10 70 70
export DIE_AREA = 0 0 80 80
[constraint.sdc]
current_design bcd2segment

set clk_period 1.2
set clk_io_pct 0.2

create_clock -name clk0 -period $clk_period

set non_clock_inputs [all_inputs -no_clocks]
set_input_delay [expr $clk_period * $clk_io_pct] -clock clk0 $non_clock_inputs
set_output_delay [expr $clk_period * $clk_io_pct] -clock clk0 [all_outputs]
[design.v]
module bcd2segment (
		  output wire [6:0] segment,   
		  input  wire [3:0] num,       
		  input wire enable            
		  );
   wire [6:0] segmentUQ;
   assign segmentUQ[0] =  (
			(~|(num[3:0] ^ 4'd0)) ? 1'b1 :
			(~|(num[3:0] ^ 4'd2)) ? 1'b1 :
			(~|(num[3:0] ^ 4'd3)) ? 1'b1 : 
			(~|(num[3:0] ^ 4'd5)) ? 1'b1 :  
			(~|(num[3:0] ^ 4'd6)) ? 1'b1 :  
			(~|(num[3:0] ^ 4'd7)) ? 1'b1 :  
			(~|(num[3:0] ^ 4'd8)) ? 1'b1 :  
			(~|(num[3:0] ^ 4'd9)) ? 1'b1 :  
			(~|(num[3:0] ^ 4'd10)) ? 1'b1 :  
			(~|(num[3:0] ^ 4'd12)) ? 1'b1 :  
			(~|(num[3:0] ^ 4'd14)) ? 1'b1 :  
			(~|(num[3:0] ^ 4'd15)) ? 1'b1 : 1'b0);
   assign segmentUQ[1] = (
			(~|(num[3:0] ^ 4'd0)) ? 1'b1 :
			(~|(num[3:0] ^ 4'd1)) ? 1'b1 :
			(~|(num[3:0] ^ 4'd2)) ? 1'b1 :
			(~|(num[3:0] ^ 4'd3)) ? 1'b1 : 
			(~|(num[3:0] ^ 4'd4)) ? 1'b1 :
			(~|(num[3:0] ^ 4'd7)) ? 1'b1 :  
			(~|(num[3:0] ^ 4'd8)) ? 1'b1 :  
			(~|(num[3:0] ^ 4'd9)) ? 1'b1 :  
			(~|(num[3:0] ^ 4'd10)) ? 1'b1 :   
			(~|(num[3:0] ^ 4'd13)) ? 1'b1 : 1'b0);
   assign segmentUQ[2] = (
			(~|(num[3:0] ^ 4'd0)) ? 1'b1 :
			(~|(num[3:0] ^ 4'd1)) ? 1'b1 :
			(~|(num[3:0] ^ 4'd3)) ? 1'b1 :
			(~|(num[3:0] ^ 4'd4)) ? 1'b1 : 
			(~|(num[3:0] ^ 4'd5)) ? 1'b1 :
			(~|(num[3:0] ^ 4'd6)) ? 1'b1 :  
			(~|(num[3:0] ^ 4'd7)) ? 1'b1 :  
			(~|(num[3:0] ^ 4'd8)) ? 1'b1 :  
			(~|(num[3:0] ^ 4'd9)) ? 1'b1 : 
			(~|(num[3:0] ^ 4'd10)) ? 1'b1 :
			(~|(num[3:0] ^ 4'd11)) ? 1'b1 :  
			(~|(num[3:0] ^ 4'd13)) ? 1'b1 : 1'b0);
   assign segmentUQ[3] = (
			(~|(num[3:0] ^ 4'd0)) ? 1'b1 :
			(~|(num[3:0] ^ 4'd2)) ? 1'b1 :
			(~|(num[3:0] ^ 4'd3)) ? 1'b1 :
			(~|(num[3:0] ^ 4'd5)) ? 1'b1 : 
			(~|(num[3:0] ^ 4'd6)) ? 1'b1 :
			(~|(num[3:0] ^ 4'd8)) ? 1'b1 :  
			(~|(num[3:0] ^ 4'd11)) ? 1'b1 :  
			(~|(num[3:0] ^ 4'd12)) ? 1'b1 :  
			(~|(num[3:0] ^ 4'd13)) ? 1'b1 :  
			(~|(num[3:0] ^ 4'd14)) ? 1'b1 : 1'b0);
   assign segmentUQ[4] = (
			(~|(num[3:0] ^ 4'd0)) ? 1'b1 :
			(~|(num[3:0] ^ 4'd2)) ? 1'b1 :
			(~|(num[3:0] ^ 4'd6)) ? 1'b1 :
			(~|(num[3:0] ^ 4'd8)) ? 1'b1 : 
			(~|(num[3:0] ^ 4'd10)) ? 1'b1 :
			(~|(num[3:0] ^ 4'd11)) ? 1'b1 :  
			(~|(num[3:0] ^ 4'd12)) ? 1'b1 :  
			(~|(num[3:0] ^ 4'd13)) ? 1'b1 :  
			(~|(num[3:0] ^ 4'd14)) ? 1'b1 : 
			(~|(num[3:0] ^ 4'd15)) ? 1'b1 : 1'b0);
   assign segmentUQ[5] = (
			(~|(num[3:0] ^ 4'd0)) ? 1'b1 :
			(~|(num[3:0] ^ 4'd4)) ? 1'b1 :
			(~|(num[3:0] ^ 4'd5)) ? 1'b1 :
			(~|(num[3:0] ^ 4'd6)) ? 1'b1 : 
			(~|(num[3:0] ^ 4'd8)) ? 1'b1 :
			(~|(num[3:0] ^ 4'd9)) ? 1'b1 :  
			(~|(num[3:0] ^ 4'd10)) ? 1'b1 :  
			(~|(num[3:0] ^ 4'd11)) ? 1'b1 :  
			(~|(num[3:0] ^ 4'd12)) ? 1'b1 : 
			(~|(num[3:0] ^ 4'd14)) ? 1'b1 :
			(~|(num[3:0] ^ 4'd15)) ? 1'b1 : 1'b0);
   assign segmentUQ[6] = (
			(~|(num[3:0] ^ 4'd2)) ? 1'b1 :
			(~|(num[3:0] ^ 4'd3)) ? 1'b1 :
			(~|(num[3:0] ^ 4'd4)) ? 1'b1 :
			(~|(num[3:0] ^ 4'd5)) ? 1'b1 : 
			(~|(num[3:0] ^ 4'd6)) ? 1'b1 :
			(~|(num[3:0] ^ 4'd8)) ? 1'b1 :  
			(~|(num[3:0] ^ 4'd9)) ? 1'b1 :  
			(~|(num[3:0] ^ 4'd10)) ? 1'b1 :  
			(~|(num[3:0] ^ 4'd11)) ? 1'b1 : 
			(~|(num[3:0] ^ 4'd13)) ? 1'b1 :
			(~|(num[3:0] ^ 4'd14)) ? 1'b1 :  
			(~|(num[3:0] ^ 4'd15)) ? 1'b1 : 1'b0);
   assign segment = {7{enable}} & segmentUQ;
endmodule
==> qor.csv <==
stage,metric,value,unit
timing,maxSlewViolCount,0,
min_path,min_path_type,in2out,
timing,fin_ws,-0.0331,ns
timing,max_freq,811,MHz
die,core_area,0.00342,sq mm
detailed_routing,wire_per_inst,8.94,microns
global_routing,antenna_found_initial,0,
detailed_routing,via_per_inst,3.23,
pwr,ir_worst_vdd,61.7,uV
synthesis,syn_avg_cell_area,6.15,sq um
global_routing,grt_overflow,0,
detailed_routing,drtIter0Drc,5,
global_routing,gr-usage-all-layers,2.89,%
cells_and_area,drive_gt1_share,74.1,%
critical_path,setup.worst_path.start_class,input pin,
die,die_h,80,microns
detailed_routing,drtPass1Iterations,4,
clocking,cts_hold_buffers,0,
detailed_routing,antennaDiodeCount,0,
synthesis,ys_warn_count,0,
place,placedCellCount,103,
synthesis,synth-area-yosys,221,sq um
timing,tns,-0.0824,ns
timing,finalSetupViolations,3,
timing,hold_ws,0.737,ns
critical_path,critPathMaxFanout,7,
timing,hold_viol,0,
run,warnings,34,
cells_and_area,logic_area,255,sq um
timing,worst_pin_slew,0.219,ns
die,boundaryPins,12,
critical_path,cp.arrival,0.99,ns
global_routing,grt_first_pass_wirelength,1560,microns
timing,max_slew_margin,85.4,%
run,cap_violations,0,
cells_and_area,flop_area,0,sq um
timing,grt_setup_unrepaired,yes,
timing,fin_crit,1.23,ns
detailed_routing,drc_errors,0,
synthesis,ys_types,20,
pwr,powerDensity,325,mW/mm^2
detailed_routing,antenna_left,0,
synthesis,netlist_area,221,sq um
outcome,status,finished with violations,
critical_path,endpoint_kind,primary output,
cells_and_area,instances_no_fill,104,
pwr,leakagePower,0.231,nW
place,place.gp.congestion,0.826,
cells_and_area,synthToLayoutAreaGrowth,140,%
global_routing,grt_max_degree,12,
place,io_buffers,12,
synthesis,ys_cells,36,
synthesis,synth_seq_share,0,%
timing,finalClockPeriodUsage,103,%
detailed_routing,drt-total-wl,930,microns
min_path,min_path_cells,3,
place,place_area,472,sq um
die,fp-row-count,21,
global_routing,grt_pass1_vias,323,
cells_and_area,n_fill_cell,384,
cells_and_area,seq_cell_count,0,
cells_and_area,nClkBuffers,0,
outcome,violations,setup timing,
detailed_routing,vias,336,
die,initCoreUtil,6.48,%
critical_path,worstPathRequired,0.96,ns
synthesis,syn_inst,36,
place,dp_hpwl,748,microns
cells_and_area,fin_area,531,sq um
die,die_w,80,microns
critical_path,crit_type,in2out,
die,die_area,0.00640,sq mm
## cells in the final DEF (no fill, tap or decap), types with 2 or more instances in the layout
cell      netlist  final
a21oi_1         5      3
a21oi_2         0      2
buf_2           1      8
buf_4           0      9
buf_6           0      4
buf_8           0      2
inv_2           1      4
mux2i_1         2      2
nand2b_4        0      3
o21ai_1         1      5
o21ai_2         0      2
o31ai_2         0      2
## routing by layer
layer / routed length, microns / GRT usage, %
met1: 503 / 4.22
met2: 408 / 4.82
met3: 19 / 0.114
met4: 0 / 0
met5: 0 / 0
## logic make-up after synthesis
group / synth area share, %
AOI/OAI and AO/OA: 46.9
adders and majority gates: 5.08
buffers and inverters: 11.3
muxes: 9.04
and+or+nand+nor: 27.7
## timing repair
| item | CTS | global route |
|---|---|---|
| setup endpoints to repair | 7 | 5 |
| pin swaps | 14 | 2 |
| gates resized | 78 | 2 |
| setup buffers | 1 | 0 |
## cell type report
class	instances	area share, %
inverter	4	2.83
timing repair buffer	24	38.2
tap	46	10.8
multi-input combinational	30	48.1
## cells in the mapped netlist (2+ instances only)
| master | n | share of area, % |
|---|---|---|
| nand2_1 | 2 | 3.4 |
| mux2i_1 | 2 | 9.0 |
| a21oi_1 | 5 | 11 |
| o21ai_0 | 7 | 16 |
| inv_1 | 3 | 5.1 |
| o31ai_1 | 2 | 6.8 |
| nand2b_1 | 2 | 5.6 |
## stage by stage
stage          worst slack (ns)  total power, mW  utilization (%)
3_5_place_dp             -0.932            0.151             13.8
5_1_grt                 -0.0682            0.191             15.5
6_report                -0.0331            0.173             15.5
2_1_floorplan             0.129           0.0527                -
4_1_cts                 -0.0453            0.171             15.2
3_3_place_gp             -0.926            0.151             13.8
## power breakdown
group | leakage [nW] | internal [mW] | switching (mW)
Sequential | 0 | 0 | 0
Combinational | 0.231 | 0.0993 | 0.0732
Clock | 0 | 0 | 0
## critical path, stage by stage
cell and delay, ns:
buf_12 0.11, or3b_1 0.37, o21ai_1 0.09, o21ai_1 0.06
buf_2 0.12
## final timing paths
| path | slack, ns | end | from |
|---|---|---|---|
| worst max-delay path | -0.03 | segment[3] | num[2] |
| worst min-delay path | 0.74 | segment[2] | num[1] |
Power figures rest on the tool's default switching activity, not on a simulated workload.
