==> flow/design.v <==
module dispString(
		  output reg 	   rdy,
		  output wire [7:0] dOut,
		  input wire [7:0] b0,
		  input wire [7:0] b1,
		  input wire [7:0] b2,
		  input wire [7:0] b3,
		  input wire [7:0] b4,
		  input wire [7:0] b5,
		  input wire [7:0] b6,
		  input wire [7:0] b7,
		  input wire       go,
		  input wire 	   rst,
		  input wire 	   clk);
   reg [3:0] 			   cnt;
   always @(posedge clk) begin
    if (rst)
	   cnt <= 4'b0000;
    else begin
	if (go | (cnt != 4'b0000))
	   cnt <= cnt + 1;
	else
	   cnt <= cnt;
    end
    rdy <= cnt[0];
   end
   assign dOut = 
		  (cnt[3:1]==3'b000) ? b0 :
		  (cnt[3:1]==3'b001) ? b1 :
		  (cnt[3:1]==3'b010) ? b2 :
		  (cnt[3:1]==3'b011) ? b3 :
		  (cnt[3:1]==3'b100) ? b4 :
		  (cnt[3:1]==3'b101) ? b5 :
		  (cnt[3:1]==3'b110) ? b6 : b7;
endmodule  
==> flow/run.sh <==
#!/bin/bash
# OpenROAD 26Q1-2900-gdf79404cd8, Yosys 0.63+post, stock flow scripts
make -C /OpenROAD-flow-scripts/flow DESIGN_CONFIG=/design/flow/config.mk WORK_HOME=/design/flow/orfs finish
==> flow/config.mk <==
export PLATFORM = sky130hd
export DESIGN_NAME = dispString
export DESIGN_NICKNAME = dispString
export VERILOG_FILES = /design/flow/design.v
export SDC_FILE = /design/flow/constraint.sdc
export NUM_CORES = 4
export LEC_CHECK = 1
export CORE_AREA = 10 10 76 76
export DIE_AREA = 0 0 86 86
==> flow/constraint.sdc <==
current_design dispString

set clk_period 3.5
set clk_io_pct 0.2

create_clock -name clk0 -period $clk_period [get_ports {clk}]

set non_clock_inputs [all_inputs -no_clocks]
set_input_delay [expr $clk_period * $clk_io_pct] -clock clk0 $non_clock_inputs
set_output_delay [expr $clk_period * $clk_io_pct] -clock clk0 [all_outputs]
==> run summary <==
fresh numbers from the pnr run: TritonCTS buffer count 3, Worst setup SP type register, final tally of hold violations 0, Worst R2R End cnt[1]$_SDFFE_PP0P_, Sink Count 5, Tmin final 2930 ps, CTS tree done, critical path's top delay family AND-OR/OR-AND gates, global route total overflow 0, Min-Delay Endpoint rdy$_DFF_P_, Slowest-stage cell, CP dfxtp_1, RSZ-0062 raised after global routing false, adder share 2.94%, Setup CP Type reg2out, number of diodes 0, post-DR vias/cell 4.79, first-pass GRT wire length 5670 um, Final HPWL DP 3000 um, cells resized by post-CTS repair 0, # DRC 0, Core Box Area 0.00412 mm2, worst r2r src cnt[1]$_SDFFE_PP0P_, comb area leader AND-OR/OR-AND gates, Final ANT Viol Nets 0, cells in synth_stat.txt 100, status finished, final reports clean, worst path cell trace a21boi_1, o22ai_1, a21oi_1, o22a_1, clkdlybuf4s50_1, CTS Buffer Depth 2, Post-Route M1 WL 1620 um, relative slew slack 61.6%, # IOs 76, H-tree levels 1, overall routing resource usage 9.31%, CTS Root Cell clkbuf_8, Layout area overhead 97.8%, XORs/XNORs by Area 2.06%, Die Size 0.00740 mm2, CP arrival 2230 ps, Finish-stage setup viols 0, Rows 23, min-delay src cnt[0]$_SDFFE_PP0P_, worst path bufs/invs 1, worst-skew pair later-pin latency 220 ps, vias in the first global route 1133, First-pass DRT Iterations 4, Slew Limit Fails 0, Worst Max-Slew Pin Slew 575 ps, CTS Hold Bufs 0, power density cells 428 mW/mm2, Worst setup EP type output port, Init Core Util 20.7%, via count 1074, Port-buffer cells 75, Critical Path RT 2800 ps, Post-CTS Setup Repair Bufs 0, DR WL/cell 16.0 um, mux frac, synth 30.4%, ys flops 5, tool warnings 26, fin crit share 83.8%, Static Leakage 0.602 nW, WL met2 1570 um, fmax 341 MHz, global placer's final weighted congestion 0.803, Mapped Cells 100, final wirelength 3580 um, post-route setup TNS 0 ps, yosys warns 1, hold slack 390 ps, mean post-synth cell area 8.52 um2, Max-Cap Viols 0, Die Ht 86 um, pin count of the biggest net entering global routing 18, Clock Skew 1.35 ps, chip area in the Yosys report 852 um2, initial antenna violation count 0, share of layout cells above drive strength 1 14.4%, met3 wire len 395 um, Worst path max stage delay 670 ps, 1st-iter DRT viols 45, worst reg2reg setup slack 1680 ps, Clock transition at path regs 30 ps, peak fanout along the critical path 16, yosys simple share 8.96%, Worst R2R Path Depth 7, worst hold stages 0, Distinct lib cells used 25, cell area after technology mapping 852 um2, top sig layer met3, min-delay worst type reg2reg, yosys aoi share 34.8%, die width 86 um, Post-synth seq share 11.7%, worst vdd ir 200 uV
==> synth_stat cells <==
cell type	count	area, um2
nand2b_1	4	25.0
dfxtp_1	5	100
a2bb2oi_1	4	35.0
nand2_1	2	7.51
o21ai_0	1	5.00
buf_6	2	22.5
xor2_1	1	8.76
o21bai_1	4	30.0
o2bb2ai_1	4	35.0
nand3_1	1	5.00
a21oi_1	12	60.1
buf_1	1	3.75
xnor2_1	1	8.76
mux4_2	6	135
or3b_2	1	8.76
buf_2	5	25.0
clkinv_1	1	3.75
clkbuf_1	1	3.75
ha_1	2	25.0
nor2_1	8	30.0
o22ai_1	10	62.6
mux2_2	11	124
o22a_1	7	61.3
a21boi_1	1	7.51
inv_1	5	18.8
==> area by class of cell <==
type                    instances  area (um2)
fillers                       409        2430
repair buffers                 79         781
multi-input cells              80         674
flip-flops and latches          5         100
well taps                      50        62.6
clock buffers                   4        45.0
inverters                       6        22.5
==> sequential cells by signal (all words and copies together), names as in the netlist <==
signal and flops:
cnt 4, rdy 1
==> cells in the final DEF, fill, tap and decap left out, drive strengths merged, types with 2 or more instances in the layout <==
cell type	Yosys	layout
o22ai	10	10
ha	2	2
o21bai	4	4
buf	8	4
nor2	8	8
mux2	11	11
o22a	7	7
clkdlybuf4s50	0	75
clkbuf	1	4
a21oi	12	12
o2bb2ai	4	4
dfxtp	5	5
mux4	6	6
a2bb2oi	4	4
nand2	2	2
inv	5	5
nand2b	4	4
==> worst max path at each step <==
| stage | startpoint | to | slack, ps | cells after the start |
|---|---|---|---|---|
| global route | cnt[3]$_SDFFE_PP0P_ | dOut[0] | 350 | 5 |
| CTS | cnt[3]$_SDFFE_PP0P_ | dOut[6] | 550 | 5 |
| finish | cnt[3]$_SDFFE_PP0P_ | dOut[7] | 570 | 5 |
==> routing by layer <==
layer  vias up  track usage (%)
met2        53             13.8
met1       482             12.8
met5         -                0
met3         0             4.29
li1        539                -
met4         0            0.150
==> kinds of logic (layout without fill, tap and decap cells) <==
group | count (synthesis) | count (layout)
and+or+nand+nor | 16 | 16
adders and majority gates | 2 | 2
buffers and inverters | 15 | 89
xor gates and xnor gates | 2 | 2
AOI/OAI and AO/OA | 43 | 43
DFF | 5 | 5
muxes | 17 | 17
==> where the power goes <==
group / switching, mW / internal (mW)
Clock: 0.0258 / 0.0780
Sequential: 0.0172 / 0.0772
Combinational: 0.191 / 0.332
==> stage by stage <==
| stage | cells | power, mW | worst slack [ps] | cell area [um2] | utilization (%) |
|---|---|---|---|---|---|
| floorplan | 100 | 0.414 | 1420 | 852 | - |
| global placement | 220 | 0.618 | 561 | 1640 | 39.9 |
| detailed placement | 220 | 0.626 | 557 | 1640 | 39.9 |
| CTS | 224 | 0.736 | 554 | 1690 | 41.0 |
| global route | 224 | 0.786 | 351 | 1690 | 41.0 |
| finish | 224 | 0.721 | 567 | 1690 | 41.0 |
Power figures rest on the tool's default switching activity, not on a simulated workload.
